### flow/design.v
`timescale 1ns / 1ps
module RegFile (rna,rnb,d,wn,we,clk,clrn,qa,qb);
	input 	[4:0]	rna,rnb,wn;
	input 	[31:0] 	d;
	input		we,clk,clrn;
	output 	[31:0] 	qa,qb;
	reg 	[31:0] 	register [0:31];  
	integer i;
	assign qa = (rna == 0)? 0 : register[rna];  
	assign qb = (rnb == 0)? 0 : register[rnb];  
	initial begin
		for (i=0; i<32; i=i+1)
				register[i] <= 0;
	end
	always @(negedge clk or negedge clrn) begin
		if (clrn == 0) begin  
			for (i=1; i<32; i=i+1)
				register[i] <= 0;
		end else begin
			if ((wn != 0) && (we == 1))  
			register[wn] <= d;
		end
	end
endmodule
### flow/run.sh
#!/bin/bash
# OpenROAD 26Q1-2900-gdf79404cd8, Yosys 0.63+post, stock flow scripts
make -C /OpenROAD-flow-scripts/flow DESIGN_CONFIG=/design/flow/config.mk WORK_HOME=/design/flow/orfs finish
### flow/config.mk
export PLATFORM = sky130hd
export DESIGN_NAME = RegFile
export DESIGN_NICKNAME = RegFile
export VERILOG_FILES = /design/flow/design.v
export SDC_FILE = /design/flow/constraint.sdc
export NUM_CORES = 4
export LEC_CHECK = 1
export CORE_UTILIZATION = 40
### flow/constraint.sdc
current_design RegFile

set clk_period 10.8
set clk_io_pct 0.2

create_clock -name clk0 -period $clk_period [get_ports {clk}]

set non_clock_inputs [all_inputs -no_clocks]
set_input_delay [expr $clk_period * $clk_io_pct] -clock clk0 $non_clock_inputs
set_output_delay [expr $clk_period * $clk_io_pct] -clock clk0 [all_outputs]
==> results.cfg <==
; flow metrics
[synth]
topCellsByArea = dfrtn_1 48%, mux2_2 21%, nand3_1 6.6%
largest_area_cell = dfrtn_1
yosys_warnings = 2
synthArstFlopShare = 1.000
edf_count = 0
syn_area_um2 = 52220
simple_gate_share = 0.1599
synth-adder-area-share = 0
logic_family = multiplexers
xor_share = 0
ys_sh_mux = 0.2180
synth-seq-cells = 992
yosys.cell_types.count = 78
syn_inst = 4679
ff_type = dfrtn_1
ys_cells = 4679
synthAoiAreaFrac = 0.1008
yosysSeqAreaShare = 0.4754
avgSynthCellArea_um2 = 11.16
yosys_area_um2 = 52220
synth_top_area_share = 0.4754

[setup_path]
endpoint_kind = primary output
cp_slowest_cell = a2111oi_0
critPathMaxFanout = 3
critPathMaxStageDelay_ps = 850
worstPathCellList = and3_1 -> a2111oi_0 -> nand4_1 -> o31a_1 -> clkdlybuf4s50_1
r2r_setup_slack_ps = 9890
r2r-end = register[19][29]
cp_data_required_time_ps = 8640
r2r_start = register[19][29]
cp_data_arrival_time_ps = 8510
r2r_cells = 1
start_kind = flip-flop
critPathKind = reg2out

[global_routing]
antenna_found_initial = 41
grt_pass1_wl_um = 369700
grt_usage = 0.4213
grt_max_degree = 124
grt-ovfl-total = 0
grt_pass1_vias = 46770

[timing]
drv_slew = 0
worst_slack_ps = 134.5
tightest_slew_ps = 1255
skew_ps = 0
slew_headroom = 0.1632
finalSetupViolCount = 0
hold_viol = 0
rsz0062_at_grt = false
tns_ps = 0

[die]
die_y_um = 363.3
die-area_um2 = 132000
rows = 132
pin_count = 114
fp-utilization = 0.4033
die-width_um = 363.3
core_um2 = 129500

[route]
first_iter_violations = 7215
wirelength_um = 268400
avgViaCountPerCell = 7.435
wire_per_inst_um = 41.42
post-route-drc-count = 0
vias = 48180
dr.pass1.iters = 10
ant_nets = 0

[cells_and_area]
final_common_cell = dfrtn_1
fin_cells = 6480
area_growth_pct = 13.99
drive_above_1_share = 0.3216
finish.utilization = 0.4597
top_regs = register (992)
largest_reg_flops = 992
layout_top_cells = 992 x dfrtn_1, 989 x mux2_2, 686 x nand3_1
top_register = register

[cts]
clock_sinks = 992
cts_buffers = 108
cts_tree = yes
cts-resized-gates = 0
clk_path_buf_depth = 3
clk_pin_slew_ps = 50
htreeDepth = 3
post_cts_buffers = 0
clockRootBuffer = clkbuf_16
clk_latency_ps = 670
ctsHoldBuffers = 0

[placed_design]
dp_hpwl_um = 151900
place_congestion = 1.026
dp.cells = 6248
place_ws_ps = 739.4
numPortBuffers = 113

[power]
powerDensity_nw_per_um2 = 179.9
p_leak_nw = 25.28
peakVddDrop_uv = 122.5
power_mw = 10.71

[min_path]
whs_path_depth = 1
min_from = register[12][6]
hold_class = reg2reg
min_to = register[12][6]

[job]
maxCapViolCount = 0
warning_count = 40

[run_status]
outcome = finished, final reports clean
## per-layer routing
metal	global-route usage	vias up	share of wire
li1	-	17910	-
met1	0.4990	23680	0.33
met2	0.5379	4797	0.39
met3	0.2968	1742	0.18
met4	0.2874	44	0.095
met5	0.02723	-	0.0026
## kinds of logic (layout without fill, tap and decap cells)
| family | count (synthesis) | count (layout) |
|---|---|---|
| other | 0 | 37 |
| buffers and inverters | 524 | 546 |
| AOI/OAI and AO/OA | 697 | 697 |
| DFF | 992 | 992 |
| muxes | 1012 | 1012 |
| and+or+nand+nor | 1454 | 1454 |
## power breakdown
part / internal (mW) / switching, mW
Sequential: 4.51 / 0.659
Clock: 2.27 / 1.63
Combinational: 0.805 / 0.838
## through the flow
step | hold WS (ps) | area [um2]
2_1_floorplan | 433.8 | 52220
3_3_place_gp | 458.6 | 55750
3_5_place_dp | 468.0 | 55750
4_1_cts | 462.2 | 59430
5_1_grt | 483.7 | 59430
6_report | 460.3 | 59520
## Yosys cell counts (all sizes together) (6+ instances only)
cell type	instances
mux2	1002
dfrtn	992
nand3	689
a22oi	340
buf	322
nand4	224
clkbuf	199
and3	186
a21oi	82
nand2	68
nor2	57
a2111oi	53
a31oi	51
and4	51
a22o	48
nor4	42
a222oi	36
and2	35
nor3	24
o21ai	18
nand3b	16
o31a	14
nor3b	13
a221o	11
mux2i	10
nand2b	9
and3b	8
nor2b	8
a32oi	7
a41oi	6
and4b	6
## critical path, delay by kind of cell (launching register included)
family | cells | cell delay [ps]
AOI/OAI and AO/OA | 2 | 1250
and+or+nand+nor | 2 | 370
DFF | 1 | 380
buffers and inverters | 1 | 440
## layout make-up
type | instances | area, um2
Inverter | 3 | 11.26
Antenna cell | 37 | 92.59
Fill cell | 11780 | 69970
Timing Repair Buffer | 348 | 3403
Clock buffer | 156 | 3216
Tap cell | 1742 | 2180
Clock inverter | 39 | 456.7
Multi-Input combinational cell | 3163 | 25340
Sequential cell | 992 | 24820
## how the worst max path moves through the flow
stage	from	endpoint	slack, ps	cells past startpoint
6_report	register[5][14]	qb[14]	130	5
5_1_grt	register[25][2]	qb[2]	120	5
4_1_cts	register[5][14]	qb[14]	200	5
Power figures rest on the tool's default switching activity, not on a simulated workload.
