## design/flow/config.mk

```make
export PLATFORM = sky130hd
export DESIGN_NAME = InstructionSave
export DESIGN_NICKNAME = InstructionSave
export VERILOG_FILES = /design/flow/design.v
export SDC_FILE = /design/flow/constraint.sdc
export NUM_CORES = 4
export LEC_CHECK = 1
export CORE_AREA = 10 10 110 110
export DIE_AREA = 0 0 120 120
```

## design/flow/constraint.sdc

```tcl
current_design InstructionSave

set clk_period 4.0
set clk_io_pct 0.2

create_clock -name clk0 -period $clk_period

set non_clock_inputs [all_inputs -no_clocks]
set_input_delay [expr $clk_period * $clk_io_pct] -clock clk0 $non_clock_inputs
set_output_delay [expr $clk_period * $clk_io_pct] -clock clk0 [all_outputs]
```

## design/flow/design.v

```verilog
`timescale 1ns / 1ps
module InstructionSave(
    input [31:0] PC,
    input InsMemRW,
    output [31:0] instruction
    );
    reg [7:0] InsMEM [127:0];
	 initial begin
		InsMEM[0] = 8'b01000000;
		InsMEM[1] = 8'b00000001;
		InsMEM[2] = 8'b00000000;
		InsMEM[3] = 8'b00001010;
		InsMEM[4] = 8'b01000000;
		InsMEM[5] = 8'b00000010;
		InsMEM[6] = 8'b00000000;
		InsMEM[7] = 8'b00001100;
		InsMEM[8]  = 8'b00000000;
		InsMEM[9]  = 8'b00100010;
		InsMEM[10] = 8'b00011000;
		InsMEM[11] = 8'b00000000;
		InsMEM[12] = 8'b00000100;
		InsMEM[13] = 8'b01000001;
		InsMEM[14] = 8'b00101000;
		InsMEM[15] = 8'b00000000;
		InsMEM[16] = 8'b01000100;
		InsMEM[17] = 8'b00100010;
		InsMEM[18] = 8'b00100000;
		InsMEM[19] = 8'b00000000;
		InsMEM[20] = 8'b01001000;
		InsMEM[21] = 8'b00100010;
		InsMEM[22] = 8'b01000000;
		InsMEM[23] = 8'b00000000;
		InsMEM[24] = 8'b11000000;
		InsMEM[25] = 8'b00100010;
		InsMEM[26] = 8'b00000000;
		InsMEM[27] = 8'b00000100;
		InsMEM[28] = 8'b10000000;
		InsMEM[29] = 8'b10000000;
		InsMEM[30] = 8'b01011000;
		InsMEM[31] = 8'b00000000;
		InsMEM[32] = 8'b10011000;
		InsMEM[33] = 8'b00100010;
		InsMEM[34] = 8'b00000001;
		InsMEM[35] = 8'b00101100;
		InsMEM[36] = 8'b10011100;
		InsMEM[37] = 8'b01000001;
		InsMEM[38] = 8'b00000001;
		InsMEM[39] = 8'b00101010;
		InsMEM[40] = 8'b11000000;
		InsMEM[41] = 8'b00100010;
		InsMEM[42] = 8'b11111111;
		InsMEM[43] = 8'b11111011;
		InsMEM[44] = 8'b11111100;
		InsMEM[45] = 8'b00000000;
		InsMEM[46] = 8'b00000000;
		InsMEM[47] = 8'b00000000;
	end
		assign instruction = { InsMEM[PC-4], InsMEM[PC -3], InsMEM[PC - 2], InsMEM[PC -1 ] };
endmodule
```

## design/flow/run.sh

```bash
#!/bin/bash
# OpenROAD 26Q1-2900-gdf79404cd8, Yosys 0.63+post, stock flow scripts
make -C /OpenROAD-flow-scripts/flow DESIGN_CONFIG=/design/flow/config.mk WORK_HOME=/design/flow/orfs finish
```

==> flow_summary.ini <==
; yosys + openroad results
[detailed_routing]
postRouteWirelength_mm = 8.63
via_per_inst = 5.07
diodes = 0
detail_route.wl_per_cell_um = 14.3
drt-pass1-iter-count = 4
ant_nets = 0
detail_route.iter0.violations = 194
route.vias.total = 3055
drc = 0

[layout]
regArea_sq_um = 0
nFillCells = 1005
final.clkbuf_count = 0
area_growth_pct = 56.4
numSequentialCells = 0
final_layout_size_suffix_gt1_share_pct = 28.8

[min_path]
min_from = PC[3]
holdPathStages = 7
hold_path.class = in2out
holdPathEnd = instruction[3]

[placement]
dpl.hpwl_mm = 6.66
place.gp.congestion = 0.917
place_ws_ns = -0.327
placement.io_buffers = 38

[job]
cap_violations = 0
openroad.warnings = 76

[worst_setup_path]
crit_path_cell_trace = dlygate4sd2_1, inv_2, buf_4, ha_1, a21boi_4, xnor2_4, mux2_4, o2111a_1, a311o_1, clkdlybuf4s50_1
buffering_stage_count_on_the_worst_path_with_inverters_included = 4
crit_arrival_ns = 3.12
slowest_stage = clkdlybuf4s50_1
crit_path_max_incr_delay_ns = 0.41
timing_worst_setup_path_type = in2out
worstSetupStartpointType = primary input
timing.critical_path.to_type = output port
critical_path_required_ns = 3.20
critical-path-top-delay-family = buffers and inverters
critical_path_fanout_max = 4

[final_timing]
setup_violations = 0
worst_slew_pin_slew_ns = 0.392
relSlewSlack_pct = 73.8
final.min_clock_period_ns = 3.92
min_setup_slack_post_route_ns = 0.0810
fmax_mhz = 255
rsz0062_at_grt = true
hold_violations = 0
slew_viol_final = 0
post-route-period-util_pct = 98.0

[yosys]
largest_non_sequential_cell_family_by_area = AND-OR/OR-AND gates
syn-instance-count = 360
synth-warning-count = 1
seq_area_frac_synth_pct = 0
xor_and_xnor_fraction_of_the_mapped_netlist_area_pct = 8.46
post_synth_and_or_nand_nor_area_fraction_pct = 25.8
avgSynthCellArea_sq_um = 6.53
synthesis.area_sq_um = 2350
ys_cells = 360
compound_area_share_pct = 34.1
yosysChipArea_sq_um = 2350
yosys.cell_types.count = 60
synth_adder_area_share_pct = 12.8
yosys-mux-area-fraction_pct = 10.8

[power]
seqPwrFrac_pct = 0
p_switching_mw = 0.261
peakVddDrop_v = 0.0000391
power_report.internal_total_mw = 0.316
p_total_mw = 0.577
pwr_cell_area_nw_per_um2 = 157
power_frac_clock_pct = 0
sw_frac_of_total_pct = 45.3
static-leakage-power_nw = 1.54
combinationalPowerShare_pct = 100.0

[floorplanning]
die_h_um = 120
i_o_pins = 65
std_cell_rows = 36
die_x_um = 120
die_area_sq_um = 14400
core_util_floorplan_pct = 24.1
fp.coreArea_sq_um = 9770

[run_status]
run_status = completed

[global_routing]
grt_pass1_wl_mm = 14.0
grt_start_max_net_pins = 21
grt-ovfl-total = 0
vias_in_the_first_global_route = 2792
antenna_found_initial = 0
gr-usage-all-layers_pct = 11.4
power by group through the flow:
stage | sequential [mW] | combinational, mW | clock [mW]
CTS | 0 | 0.563 | 0
global route | 0 | 0.636 | 0
finish | 0 | 0.577 | 0
worst max path at each step:
stage | slack (ns) | cells past startpoint | startpoint | end
6_report | 0.08 | 10 | PC[1] | instruction[6]
4_1_cts | 0.004 | 10 | PC[3] | instruction[13]
5_1_grt | -0.03 | 12 | PC[1] | instruction[19]
repair_timing:
action | 4_1_cts | 5_1_grt
resized | 16 | 18
gates cloned | 0 | 1
setup endpoints to repair | 28 | 19
setup buffers | 1 | 3
hold buffers | 0 | 0
pin swaps | 4 | 4
Yosys cell counts (4+ instances only):
cell type,instances,area (sq um)
o32ai_1,4,35.0
a31oi_1,5,31.3
nand2b_1,9,56.3
xnor2_1,15,131
mux4_2,4,90.1
o211ai_1,6,45.0
nand3_1,19,95.1
nor2_1,32,120
nand4_1,4,25.0
nand2_1,42,158
nor2b_1,4,25.0
xor2_1,4,35.0
ha_1,24,300
a21o_1,4,30.0
clkbuf_1,24,90.1
buf_2,7,35.0
inv_1,10,37.5
mux2i_1,11,110
a21oi_1,34,170
a211oi_1,11,82.6
nor3_1,7,35.0
o21ai_0,21,105
through the flow:
step	cell area [sq um]	hold slack, ns	std cells	utilization [%]	TNS, ns
after floorplan	2350	1.76	360	-	0
after global placement	3510	3.00	597	35.9	-4.11
after detailed placement	3510	2.99	597	35.9	-4.03
after CTS	3570	2.64	598	36.5	0
after global routing	3680	2.62	602	37.6	-0.0383
final	3680	2.50	602	37.6	0
cell usage in the layout (no fill, tap or decap), types with 4 or more instances in the layout:
cell type        instances
o21ai_0                 21
mux2i_1                 11
clkdlybuf4s50_1         31
nand4_1                  4
mux4_2                   4
buf_4                  102
nor2b_1                  4
nand2_1                 42
a31oi_1                  5
inv_1                    6
nand2b_1                 9
xnor2_1                 14
inv_2                    6
a211oi_1                10
nor2_1                  32
o211ai_1                 6
nor3_1                   7
a21oi_1                 32
nand3_1                 19
ha_1                    20
a21o_1                   4
routing by layer:
layer | global-route usage (%) | routed length [um] | vias to the layer above
li1 | - | - | 1544
met1 | 16.4 | 4080 | 1424
met2 | 18.9 | 4010 | 83
met3 | 0.809 | 484 | 4
met4 | 1.06 | 49 | 0
met5 | 0 | 0 | -
logic make-up after synthesis:
group                      Yosys count
and+or+nand+nor                    130
AOI/OAI and AO/OA                  120
buffers and inverters               47
adders and majority gates           24
xor gates and xnor gates            21
muxes                               18
layout make-up:
cell class | count | area, sq um | share of cell area, %
Timing Repair Buffer | 144 | 1190 | 32.5
Tap cell | 133 | 166 | 4.53
Inverter | 12 | 45.0 | 1.23
Multi-Input combinational cell | 313 | 2270 | 61.7
No activity file was given, so power comes from the tool's default toggle rates.
